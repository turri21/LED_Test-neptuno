**flow/design.v**
```verilog
`default_nettype none
`timescale 1ns / 1ps
module nepturri_top (
                  clk,            
                  rst_n,          
                  led             
);
input clk;
input rst_n;
output led;
reg [31:0] timer;                  
reg led;
  always @(posedge clk or negedge rst_n)     
    begin
      if (~rst_n)                            
          timer <= 0;                        
      else if (timer == 32'd99_999_999)      
          timer <= 0;                        
      else
		    timer <= timer + 1'b1;             
    end
  always @(posedge clk or negedge rst_n)    
    begin
      if (~rst_n)                           
          led <= 1'b1;                  	  
      else if (timer == 32'd49_999_999)     
          led <= 1'b0;                      
      else if (timer == 32'd99_999_999)     
          led <= 1'b1;                      
    end
endmodule
```
**flow/run.sh**
```bash
#!/bin/bash
# OpenROAD 26Q1-2900-gdf79404cd8, Yosys 0.63+post, stock flow scripts
make -C /OpenROAD-flow-scripts/flow DESIGN_CONFIG=/design/flow/config.mk WORK_HOME=/design/flow/orfs finish
```
**flow/config.mk**
```make
export PLATFORM = sky130hd
export DESIGN_NAME = nepturri_top
export DESIGN_NICKNAME = nepturri_top
export VERILOG_FILES = /design/flow/design.v
export SDC_FILE = /design/flow/constraint.sdc
export NUM_CORES = 4
export LEC_CHECK = 1
export CORE_AREA = 10 10 113 113
export DIE_AREA = 0 0 123 123
```
**flow/constraint.sdc**
```tcl
current_design nepturri_top

set clk_period 4.9
set clk_io_pct 0.2

create_clock -name clk0 -period $clk_period [get_ports {clk}]

set non_clock_inputs [all_inputs -no_clocks]
set_input_delay [expr $clk_period * $clk_io_pct] -clock clk0 $non_clock_inputs
set_output_delay [expr $clk_period * $clk_io_pct] -clock clk0 [all_outputs]
```
==> notes.md <==
Figures from the implementation reports.

- The run finished with clean final reports.
- The number of buffers added by the clock tree synthesis step reads 5.
- The flip-flop cell with the highest count after synthesis reads dfrtp_1.
- After technology mapping, the gate count stands at 165.
- The global placer's final weighted congestion reads roughly 0.84.
- The simple logic cell fraction of the synthesized area reads 0.284.
- The first TritonRoute pass finished after 4 iterations.
- The xor and xnor fraction of the mapped netlist area reads 0.112.
- The count of warning messages emitted by the tools reads 25.
- The synthesized design contains 33 register bits.
- For the final database, setup skew stands at 0.00456 ns.
- The horizontal die dimension reported for this design is around 120 um.
- The maximum net fanout on the critical path reads 2.
- Measured along the y axis, the die boundary spans 123 um.
- The antenna violation net count after detailed routing is 0.
- The tally of max-capacitance violations reads 0.
- The number of hold violations in the final report is 0.
- The fraction of registers with async set or reset after synthesis is 1.00.
- The chip area line of the yosys report is between 0.0015 and 0.002 mm^2.
- The total number of vias reads about 1,200.
- The final timing summary puts the cycle share of the worst path at 0.460.
- The TritonCTS clock tree reads done.
- Per STA, the worst path is made up of clkdlybuf4s50_1.
- The switching power total reads between 100 and 150 uW.
- The global-route wire length before repair is between 5000 and 6000 um.
- For the final routed database, the setup TNS stands at 0 ns.
- The clock latency on the worst-skew pair is around 0.29 ns.
- The proportion of power drawn by combinational gates reads 0.012.
- Setup repair after global routing left no endpoint under its margin.
- TritonRoute reported its final design rule violation total as 0.
- The detail-routed net length per standard cell reads around 10 um.
- The count of clock tree sinks is 33.
- The count of cell types in the netlist is 32.
- The path category of the worst min-delay check reads reg -> reg.
- The type of the worst setup path is reg -> out.
- The slew of the pin with the lowest slew margin is between 0.7 and 0.8 ns.
- The iteration-0 DRC count of the detailed router reads 99.
- Measured against the total synthesized area, the mux share comes to 0.
- The initial antenna violation count reads 0.
- The post-route utilization of the core is recorded as 0.184.
- At the floorplan stage, the core utilization is reported as 0.159.
- The net switching fraction of the power is 0.207.
- The share of total power dissipated in sequential elements is 0.539.
- The report puts the hold buffer count at CTS at 0.
- In the final report, the number of pins over their slew limit comes to 0.
- The H-tree depth reported by CTS reads 2.
- The estimated wirelength of the detail-placed design is about 2100 um.
- The pin count of the biggest net entering global routing is 34.
- The final timing report counts setup violations totalling 0.
- The total length of routed wires reads ~3100 um.
- The minimum clock period after layout is about 2.3 ns.
- Per the final layout report, the fraction of cells sized above drive strength 1 comes to 0.100.
- The cell leakage power is roughly 0.83 nW.
- The average via count per standard cell is approximately 4.0.
- The startpoint type of the worst setup path reads a register.
- The number of rows created at floorplan reads 37.
- The register share after synthesis reads 0.505.
- Looking at the post-CTS report, the setup buffer insertion count equals 0.
- The clock transition at the register clock pins on the worst setup and hold paths after CTS reads 0.07 ns.
- The power density of the placed cells is about 270 mW/mm^2.
- The arrival time at the worst endpoint is around 1.3 ns.
- The adder and majority gate portion of the synthesized area reads 0.00764.
- The worst setup path is captured at a primary output.
- The post-synthesis cell count from yosys is about 170.
- The number of flops mapped to enable cells by yosys is 0.
- The count of input and output buffers reads 2.
- The internal portion of the total power is between 400 and 500 uW.
- The growth of design area from synthesis to finish reads 16.3%.
- The area inside the core boundary reads 0.0103 mm^2.
- The worst path buffer plus inverter count reads 1.
- CTS placed an instance of clkbuf_8 at the clock tree root.
- The synthesized area per cell reads slightly below 10 um^2.
- The number of global-route vias before repair is approximately 1,200.
- Summed over all routing layers, the global router reports a total usage of 0.0426.
- The fill cell instance count of the final layout reads ~1,100.
- The buffer depth of the longest clock path is 2.
- The total die size is roughly 0.015 mm^2.
- The timing-limited maximum frequency reads around 440 MHz.
- The number of instances resized during post-cts repair reads 0.
- Measured against its own limit, the worst slew margin works out to 0.507.
- The critical path data required time is approximately 3.9 ns.
- The largest non-sequential cell family by area is simple AND/OR/NAND/NOR gates.
- The share of total power dissipated in the clock network is 0.448.
- The cell family contributing the most delay on the critical path is flip-flops.
- The library cells used most frequently in the layout, excluding fill and tap cells, are 32 x dfrtp_1, 19 x nand2_1, 17 x nor2_1.
- The worst ir drop on vdd is around 170 uV.
- The largest stage delay on the critical path reads between 0.5 and 0.6 ns.
- The number of top-level pins is 3.
- The total overflow left after global routing is 0.
- The post-synthesis instance area reads roughly 0.0016 mm^2.
- After layout, the design draws a total of 505 uW.
- Ranked by total cell area, the synthesized netlist is headed by dfrtp_1 49%, xor2_1 5.9%, xnor2_1 5.3%.
- The slowest cell on the critical path reads dfstp_2.
- The share of synthesized cell area in and-or and or-and compound cells reads 0.0688.
- Among logic cells in the layout, the one with the most instances is dfrtp_1.
- The number of antenna cells inserted reads 0.
- The cell type that accounts for the most area after synthesis is dfrtp_1.
- Of the post-synthesis cell area, the dominant cell type holds 0.489.
- The count of yosys warnings during synthesis reads 1.
[cell usage after synthesis, types with 3 or more instances]
library cell   n
nand2_1       19
nand4_1       11
nor2_1        17
nand3_1       12
xor2_1        11
o21ai_0        3
a21oi_1        3
clkbuf_1       3
xnor2_1       10
and4_1         3
and3_1         7
dfrtp_1       32
a31oi_1       10
[area by class of cell]
| cell class | instances | area [um^2] | share of cell area |
|---|---|---|---|
| flip-flops and latches | 33 | 827 | 0.434 |
| clock inverters | 1 | 5.00 | 0.00263 |
| clock buffers | 7 | 96.3 | 0.0506 |
| well taps | 136 | 170 | 0.0894 |
| multi-input cells | 125 | 774 | 0.407 |
| repair buffers | 3 | 27.5 | 0.0145 |
| inverters | 1 | 3.75 | 0.00197 |
[state kept, by name (all words and copies together) (netlist names)]
signal  flops
led         1
timer      32
[power by group through the flow]
stage | clock (mW) | sequential (mW) | combinational, mW
4_1_cts | 0.232 | 0.272 | 0.00680
5_1_grt | 0.244 | 0.272 | 0.00754
6_report | 0.226 | 0.272 | 0.00618
[routing by layer]
layer | global-route usage | routed length, um | vias up
met5 | 0 | 0 | -
met4 | 0.00728 | 59 | 0
met3 | 0.0139 | 150 | 9
met2 | 0.0602 | 1340 | 21
met1 | 0.0631 | 1580 | 593
li1 | - | - | 591
[through the flow]
| step | hold slack, ns | setup slack, ns | cell area (um^2) | cells |
|---|---|---|---|---|
| after floorplan | 0.438 | 3.17 | 1640 | 165 |
| after global placement | 0.462 | 2.86 | 1800 | 298 |
| after detailed placement | 0.461 | 2.77 | 1800 | 298 |
| after CTS | 0.469 | 2.63 | 1900 | 306 |
| after global routing | 0.487 | 2.55 | 1900 | 306 |
| final | 0.469 | 2.65 | 1900 | 306 |
[worst paths after layout]
check / from / to / slack [ns] / depth (start not counted)
worst max-delay path: led / led / 2.65 / 1
worst min-delay path: timer[31] / timer[31] / 0.47 / 1
worst max register to register: timer[0] / timer[28] / 2.74 / 6
worst min register to register: timer[31] / timer[31] / 0.47 / 1
max in group asynchronous: rst_n / led / 3.50 / 2
min in group asynchronous: rst_n / timer[25] / 1.08 / 2
[kinds of logic (layout without fill, tap and decap cells)]
logic type | count (synthesis) | count (layout)
buf+inv | 7 | 12
compound gates | 18 | 18
flops | 33 | 33
simple gates | 85 | 85
fa+ha+maj | 1 | 1
xor+xnor | 21 | 21
Power is estimated from default activity; no workload was simulated.
