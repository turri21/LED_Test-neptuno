### flow/design.v
`default_nettype none
`timescale 1ns / 1ps
module neptuno_top (
                  clk,            
                  rst_n,          
                  led             
             );
input clk;
input rst_n;
output led;
reg [31:0] timer;                  
reg led;
  always @(posedge clk or negedge rst_n)     
    begin
      if (~rst_n)                            
          timer <= 0;                        
      else if (timer == 32'd99_999_999)      
          timer <= 0;                        
      else
		    timer <= timer + 1'b1;             
    end
  always @(posedge clk or negedge rst_n)    
    begin
      if (~rst_n)                           
          led <= 1'b1;                  	  
      else if (timer == 32'd49_999_999)     
          led <= 1'b0;                      
      else if (timer == 32'd99_999_999)     
          led <= 1'b1;                      
    end
endmodule
### flow/run.sh
#!/bin/bash
# OpenROAD 26Q1-2900-gdf79404cd8, Yosys 0.63+post, stock flow scripts
make -C /OpenROAD-flow-scripts/flow DESIGN_CONFIG=/design/flow/config.mk WORK_HOME=/design/flow/orfs finish
### flow/config.mk
export PLATFORM = sky130hd
export DESIGN_NAME = neptuno_top
export DESIGN_NICKNAME = neptuno_top
export VERILOG_FILES = /design/flow/design.v
export SDC_FILE = /design/flow/constraint.sdc
export NUM_CORES = 4
export LEC_CHECK = 1
export CORE_AREA = 10 10 102 102
export DIE_AREA = 0 0 112 112
### flow/constraint.sdc
current_design neptuno_top

set clk_period 4.9
set clk_io_pct 0.2

create_clock -name clk0 -period $clk_period [get_ports {clk}]

set non_clock_inputs [all_inputs -no_clocks]
set_input_delay [expr $clk_period * $clk_io_pct] -clock clk0 $non_clock_inputs
set_output_delay [expr $clk_period * $clk_io_pct] -clock clk0 [all_outputs]
==> results.cfg <==
; synthesis and place-and-route metrics
[run_status]
status = finished, final reports clean

[run]
max_cap_violations = 0
warnings = 25

[floorplan]
chipArea_sq_um = 12500
die_w_microns = 112
die_y_microns = 112
core_area_sq_um = 8220
io_pins = 3
fp_util_pct = 19.9
fp-row-count = 33

[clock_network]
clockRootBuffer = clkbuf_8
clk_latency_ns = 0.29
cts_setup_buffers = 0
clockBufferDepth = 2
hold_buffers = 0
cts.sinks = 33
path_clk_slew_ns = 0.07
htreeDepth = 2
cts_tree = yes
cts_buffers = 5
cts_resized = 0

[synthesis]
synthArstFlopShare_pct = 100
ys_seq_elements = 33
area_leaders = dfrtp_1, xor2_1, xnor2_1
yosysUniqueCellTypes = 32
edf_count = 0
top_area_share_pct = 48.9
postSynthCellCount = 165
syn_avg_cell_area_sq_um = 9.93
yosys_cells = 165
yosysChipArea_sq_um = 1640
yosys_warnings = 1
yosysTopAreaCell = dfrtp_1
synth-main-ff-cell = dfrtp_1
ys_seq_share_pct = 50.5
syn-cell-area_sq_um = 1640

[setup_path]
arrival_ns = 1.26
crit_type = reg -> out
critPathBufInv = 1
start_kind = flop
path_cells = clkdlybuf4s50_1
setup.worst_path.end_class = primary output
crit_slowest_cell = dfstp_2
cp.required_ns = 3.92
crit_family = flip-flops
startpoint = led
critPathMaxStageDelay_ns = 0.53
cp_max_fo = 2
reg2reg_from = timer[0]

[drt]
drt-vias-per-instance = 4.35
met2_length_microns = 1390
wl_met1_microns = 1590
ant_nets = 0
first_iter_violations = 63
first_pass_iters = 4
drc = 0
wl_met3_microns = 190
wl_microns = 3210
top_layer = met4
via_count = 1197
antenna_cells = 0
routedWlPerCell_microns = 11.7

[final_timing]
fin_setup_tns_ns = 0
maxSlewHeadroom_pct = 49.3
worstMarginPinSlew_ns = 0.758
setup_viol_count_final = 0
fin_crit_ns = 2.24
finalHoldViolCount = 0
fmax_mhz = 446
fin_hold_ws_ns = 0.469
fin_crit_sh_pct = 45.8
grt_setup_unrepaired = no
slew_viol_final = 0
finClkSkew_ns = 0.00454

[cells_and_area]
finish.utilization_pct = 22.7
syn2layout_area_growth_pct = 13.9
drive_gt1_share_pct = 10.0

[global_route]
globalRouteTotalUtil_pct = 5.00
grt_max_degree = 34
antenna_found_initial = 0
grt_overflow = 0
grt_pass1_vias = 1096
grt_pass1_wl_microns = 5460

[place]
place.gp.congestion = 0.892
post-dp-hpwl_microns = 2140
port_buffers = 2

[power]
leakage_nw = 0.832
p_total_mw = 0.504
vdd_drop_max_mv = 0.0811
p_per_area_nw_per_um2 = 270

[min_path]
hold_start = timer[31]
hp-class = reg -> reg
## routing by layer
layer  vias to the layer above  GRT usage, %
met2                        27          6.88
met5                         -             0
met1                       571          7.54
met4                         0          1.02
li1                        597             -
met3                         2          1.52
## state kept, by name (all words and copies together), names as in the netlist
name,count
timer,32
led,1
## cells in the final DEF, fill, tap and decap left out, types with 3 or more instances in the layout
master | netlist | layout
a31oi_1 | 10 | 10
nand2_1 | 19 | 19
and3_1 | 7 | 7
clkbuf_8 | 0 | 7
o21ai_0 | 3 | 3
nand4_1 | 11 | 11
dfrtp_1 | 32 | 32
nand3_1 | 12 | 12
a21oi_1 | 3 | 3
nor2_1 | 17 | 17
xor2_1 | 11 | 11
xnor2_1 | 10 | 10
and4_1 | 3 | 3
## area by class of cell
type                    instances  area [sq um]
fillers                       856          6350
flip-flops and latches         33           827
multi-input cells             125           774
well taps                     105           131
clock buffers                   7          96.3
repair buffers                  3          27.5
clock inverters                 1          5.00
inverters                       1          3.75
## through the flow
step / std cells / area [sq um] / worst slack, ns
3_3_place_gp: 267 / 1760 / 2.85
3_5_place_dp: 267 / 1760 / 2.78
4_1_cts: 275 / 1870 / 2.63
6_report: 275 / 1870 / 2.66
5_1_grt: 275 / 1870 / 2.58
2_1_floorplan: 165 / 1640 / 3.17
## report_power, final
part	switching (mW)	internal, mW	total (mW)
Clock	0.0983	0.127	0.225
Combinational	0.00513	0.00122	0.00635
Sequential	0	0.272	0.272
## synth_stat cells (2+ instances only)
cell type	count
and2_1	2
xor2_1	11
and4_1	3
o21ai_0	3
xnor2_1	10
a21oi_1	3
nor3_1	2
a31oi_1	10
nand2_1	19
clkbuf_1	3
or2_2	2
nor2_1	17
nand4_1	11
buf_2	2
dfrtp_1	32
and3_1	7
nor4_1	2
nand3_1	12
## path summary, 6_finish.rpt
check	endpoint	slack [ns]	cells after the start
worst max-delay path	led	2.66	1
worst min-delay path	timer[31]	0.47	1
worst max register to register	timer[28]	2.75	6
worst min register to register	timer[31]	0.47	1
max in group asynchronous	led	3.48	2
min in group asynchronous	timer[6]	1.09	2
## logic make-up (layout without fill, tap and decap cells)
logic type	Yosys count	count (layout)	share of synthesized area [%]
compound gates	18	18	6.87
xor+xnor	21	21	11.2
fa+ha+maj	1	1	0.764
buf+inv	7	12	2.22
flops	33	33	50.5
simple gates	85	85	28.4
